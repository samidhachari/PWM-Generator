[./design.v]
module PWM_Generator_Verilog
 (
 clk,  
 increase_duty,  
 decrease_duty,  
 PWM_OUT  
    );
 input clk;
 input increase_duty;
 input decrease_duty;
 output PWM_OUT;
 wire slow_clk_enable;  
 reg[27:0] counter_debounce=0; 
 wire tmp1,tmp2,duty_inc; 
 wire tmp3,tmp4,duty_dec; 
 reg[3:0] counter_PWM=0; 
 reg[3:0] DUTY_CYCLE=5;  
 always @(posedge clk)
 begin
   counter_debounce <= counter_debounce + 1;
   if(counter_debounce>=1) 
    counter_debounce <= 0;
 end
 assign slow_clk_enable = counter_debounce == 1 ?1:0;
 DFF_PWM PWM_DFF1(clk,slow_clk_enable,increase_duty,tmp1);
 DFF_PWM PWM_DFF2(clk,slow_clk_enable,tmp1, tmp2); 
 assign duty_inc =  tmp1 & (~ tmp2) & slow_clk_enable;
 DFF_PWM PWM_DFF3(clk,slow_clk_enable,decrease_duty, tmp3);
 DFF_PWM PWM_DFF4(clk,slow_clk_enable,tmp3, tmp4); 
 assign duty_dec =  tmp3 & (~ tmp4) & slow_clk_enable;
 always @(posedge clk)
 begin
   if(duty_inc==1 && DUTY_CYCLE <= 9) 
    DUTY_CYCLE <= DUTY_CYCLE + 1; 
   else if(duty_dec==1 && DUTY_CYCLE>=1) 
    DUTY_CYCLE <= DUTY_CYCLE - 1; 
 end 
 always @(posedge clk)
 begin
   counter_PWM <= counter_PWM + 1;
   if(counter_PWM>=9) 
    counter_PWM <= 0;
 end
 assign PWM_OUT = counter_PWM < DUTY_CYCLE ? 1:0;
endmodule
module DFF_PWM(clk,en,D,Q);
input clk,en,D;
output reg Q;
always @(posedge clk)
begin 
 if(en==1)  
  Q <= D;
end 
endmodule 
[./run.sh]
#!/bin/bash
# OpenROAD 26Q1-2900-gdf79404cd8, Yosys 0.63+post, stock flow scripts
make -C /OpenROAD-flow-scripts/flow DESIGN_CONFIG=/design/flow/config.mk WORK_HOME=/design/flow/orfs finish
[./config.mk]
export PLATFORM = sky130hd
export DESIGN_NAME = PWM_Generator_Verilog
export DESIGN_NICKNAME = PWM_Generator_Verilog
export VERILOG_FILES = /design/flow/design.v
export SDC_FILE = /design/flow/constraint.sdc
export NUM_CORES = 4
export LEC_CHECK = 1
export CORE_AREA = 10 10 94 94
export DIE_AREA = 0 0 104 104
[./constraint.sdc]
current_design PWM_Generator_Verilog

set clk_period 2.9
set clk_io_pct 0.2

create_clock -name clk0 -period $clk_period [get_ports {clk}]

set non_clock_inputs [all_inputs -no_clocks]
set_input_delay [expr $clk_period * $clk_io_pct] -clock clk0 $non_clock_inputs
set_output_delay [expr $clk_period * $clk_io_pct] -clock clk0 [all_outputs]
==> Table 3: Implementation characteristics <==
Summary of implementation characteristics

Parameter                              Value

Status
  Run status .................. finished clean

Flow run
  Max-capacitance violation count .................. 0
  Number of OpenROAD warnings .................. 31

Routing
  Drt pass-1 iters .................. 4
  DRC Markers .................. 0
  Total Routed Length .................. 1790 um
  DRT iter0 DRCs .................. 15
  Average wire per standard cell .................. 7.18 um
  Ratio of routed vias to standard cells .................. 3.33
  Number of diodes .................. 0
  Via count .................. 828
  Antenna Nets Post-Route .................. 0

Yosys
  Simple-Gate Area Share .................. 0.195
  Cell area after synthesis .................. 0.00150 mm^2
  EDFF count, synth .................. 8
  Fraction of synthesized cell area in xor and xnor cells .................. 0.0117
  Yosys top cell area share .................. 0.426
  Cell total in the yosys stat output .................. 118
  Synth mux share .................. 0
  Sequential-to-total area share from yosys stat .................. 0.586
  Number of warnings issued by yosys .................. 2
  Most used standard cells in the synthesized netlist .................. 32 x dfxtp_1, 12 x ha_1, 11 x inv_1
  Yosys aoi share .................. 0.0774
  Largest family of logic cells by area .................. simple AND/OR/NAND/NOR gates
  Post-synthesis cell type with the largest instance count .................. dfxtp_1
  Async SR Flop Fraction .................. 0
  Post-Synth Adder-Cell Area .................. 0.0999
  Yosys top cell by area .................. dfxtp_1
  Synth Flop Type .................. dfxtp_1
  Mean Syn Cell Area .................. 12.7 um^2
  Synthesized chip area reported by yosys .................. 0.00150 mm^2
  Top area cells in the synthesized netlist .................. dfxtp_1 43%, edfxtp_1 16%, ha_1 10%
  Post-synthesis sequential element count .................. 40
  Distinct cell type count of the synthesized netlist .................. 33
  Gate Count Post-Synth .................. 118

Placement
  HPWL after detailed placement .................. 1360 um
  Routability cong. .................. 0.708
  Number of placed instances, taps included .................. 241
  Total of buffers placed on input and output ports .................. 3
  DP Area .................. 0.00174 mm^2

Final layout
  Final Instance Count excl. Fillers .................. 249
  Design area .................. 0.00183 mm^2
  Share of final-layout standard cells stronger than drive strength 1 .................. 0.111
  Final core utilization .................. 0.267
  Number of fill cells .................. 722
  Area growth from synthesis to final layout .................. 21.5%

Timing
  Unrepaired setup endpoints after global routing .................. false
  Layout Skew .................. 5.68 ps
  Worst max-slew margin expressed relative to the limit .................. 0.602
  Ratio of final minimum period to clock period .................. 0.895
  Setup TNS Final .................. 0 ps
  Peak Freq .................. 385 MHz
  Worst hold slack .................. 454 ps
  Number of hold violations in the final report .................. 0
  Actual slew at the worst max-slew pin .................. 594 ps
  Clock period minus worst slack .................. 2600 ps
  Number of max-slew violations in the final report .................. 0
  Number of setup violations in the final report .................. 0

Clocking
  Clock transition at the register clock pins on the worst setup and hold paths after CTS .................. 70 ps
  Total of cells resized after clock tree synthesis .................. 0
  CTS tree .................. built
  Source-to-sink clock delay at the later pin of the worst-skew pair .................. 280 ps
  Clock Tree Buf Depth .................. 2
  Number of H-tree levels .................. 2
  Root buffer cell .................. clkbuf_8
  Post-CTS Repair Setup Buffers .................. 0
  Clock sink count .................. 40
  TritonCTS Buffers .................. 5
  Number of hold-repair buffers added at the cts stage .................. 0

Critical path
  Path depth of the worst reg2reg path .................. 5
  Kind of start point of the critical path .................. flip-flop
  Data arrival time of the worst path .................. 2020 ps
  Reg-to-Reg Start .................. DUTY_CYCLE[0]
  Worst-case register-to-register setup slack .................. 710 ps
  Sort of element at the end of the critical path .................. primary output
  Type of the worst setup path .................. reg2out
  Data required time at the worst endpoint .................. 2320 ps
  Endpoint of the worst-slack reg-to-reg timing path .................. DUTY_CYCLE[1]
  Top fanout value on the critical path .................. 4

Global routing
  Largest net degree at the start of global routing .................. 13
  Aggregate global-route resource usage .................. 0.0374
  Vias in the first global route .................. 831
  Initial antenna violation count .................. 0
  Total congestion overflow after global routing .................. 0
  Wire length of the first global-routing pass .................. 3510 um

Min path
  Worst hold path startpoint .................. PWM_DFF1.Q
  Hold depth .................. 0
  End point of the worst hold path .................. PWM_DFF2.Q
  Path class of the lowest-slack min-delay path .................. reg2reg

Floorplan
  Initial cell density of the core .................. 0.220
  Area inside the core boundary .................. 0.00683 mm^2
  Die Footprint .................. 0.0108 mm^2
  I/O pin total .................. 4
  Cell Rows .................. 30
  Height of the die .................. 104 um
  Die boundary width .................. 104 um

Power and ir drop
  Areal power density over the cells .................. 515 mW/mm^2
  Worst voltage drop across the vdd grid .................. 0.166 mV
  Leakage power .................. 0.699 nW
==> final cells by class <==
type | instances | area, um^2 | area share
Sequential cell | 40 | 881 | 0.483
Tap cell | 96 | 120 | 0.0658
Timing Repair Buffer | 3 | 30.0 | 0.0164
Inverter | 11 | 41.3 | 0.0226
Clock buffer | 5 | 68.8 | 0.0377
Clock inverter | 3 | 13.8 | 0.00754
Multi-Input combinational cell | 91 | 671 | 0.367
==> how the worst max path moves through the flow <==
stage / from / endpoint / slack [ps] / cells after the start
6_report: DUTY_CYCLE[1] / PWM_OUT / 300 / 6
4_1_cts: DUTY_CYCLE[1] / PWM_OUT / 270 / 6
5_1_grt: DUTY_CYCLE[1] / PWM_OUT / 170 / 6
==> cell families (layout without fill, tap and decap cells) <==
kind of cell / count (synthesis) / in the layout
flops: 40 / 40
buf+inv: 11 / 22
compound gates: 16 / 16
xor+xnor: 2 / 2
simple gates: 36 / 36
other cells: 1 / 25
fa+ha+maj: 12 / 12
==> placed cells by master (no fill, tap or decap), drive strengths merged, types with 4 or more instances in the layout <==
master,netlist,routed
nand2b,4,4
edfxtp,8,8
ha,12,12
nor4,8,8
inv,11,11
conb,1,25
nor2,8,8
dfxtp,32,32
nand2,4,4
clkbuf,0,5
==> registers in the layout (all words and copies together), names as in the netlist <==
register,flops
DUTY_CYCLE,4
PWM_DFF1.Q,1
PWM_DFF2.Q,1
PWM_DFF3.Q,1
PWM_DFF4.Q,1
counter_PWM,4
counter_debounce,28
==> critical path, cell delays in order, from the launching register on <==
cell and delay (ps):
edfxtp_1 430, inv_1 140, ha_1 240, a21o_1 160, a21o_1 170, a21oi_1 130, clkdlybuf4s50_1 470
==> metrics by stage <==
stage	worst slack, ps	total power, mW
5_1_grt	171	0.990
2_1_floorplan	945	0.614
6_report	304	0.939
3_3_place_gp	615	0.618
3_5_place_dp	602	0.619
4_1_cts	274	0.958
==> routing by layer <==
metal,share of wire,track usage
met1,0.50,0.0470
met2,0.42,0.0590
met3,0.066,0.0182
met4,0.015,0.00398
met5,0,0
==> report_power, final <==
group	leakage [nW]	internal (mW)	switching [mW]
Combinational	0.303	0.00611	0.00518
Clock	0.0453	0.163	0.170
Sequential	0.351	0.584	0.0110
Total	0.699	0.753	0.186
No activity file was given, so power comes from the tool's default toggle rates.
